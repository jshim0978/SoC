--- /design/flow/design.v ---
module RegisterFile (clk, nRESET, write_en, write_addr, write_data, read_addrA,read_addrB, read_dataA,read_dataB);
	input clk,nRESET, write_en;
	input [3:0] write_addr, read_addrA, read_addrB;
	input [15:0] write_data;
	output [15:0] read_dataA, read_dataB;
	reg [15:0] reg_0, reg_1, reg_2, reg_3,
				  reg_4, reg_5, reg_6, reg_7,
				  reg_8, reg_9, reg_10, reg_11,
				  reg_12, reg_13, reg_14, reg_15;
	wire [15:0] decode_out;
	wire [15:0] reg_en; 
	assign decode_out = 
		(write_addr == 4'b0000) ? 16'b0000000000000001:
		(write_addr == 4'b0001) ? 16'b0000000000000010:
		(write_addr == 4'b0010) ? 16'b0000000000000100:
		(write_addr == 4'b0011) ? 16'b0000000000001000:
		(write_addr == 4'b0100) ? 16'b0000000000010000:
		(write_addr == 4'b0101) ? 16'b0000000000100000:
		(write_addr == 4'b0110) ? 16'b0000000001000000:
		(write_addr == 4'b0111) ? 16'b0000000010000000:
		(write_addr == 4'b1000) ? 16'b0000000100000000:
		(write_addr == 4'b1001) ? 16'b0000001000000000:
		(write_addr == 4'b1010) ? 16'b0000010000000000:
		(write_addr == 4'b1011) ? 16'b0000100000000000:
		(write_addr == 4'b1100) ? 16'b0001000000000000:
		(write_addr == 4'b1101) ? 16'b0010000000000000:
		(write_addr == 4'b1110) ? 16'b0100000000000000:
		(write_addr == 4'b1111) ? 16'b1000000000000000:16'bx;
	assign reg_en[0] = write_en & decode_out[0];
	assign reg_en[1] = write_en & decode_out[1];
	assign reg_en[2] = write_en & decode_out[2];
	assign reg_en[3] = write_en & decode_out[3];
	assign reg_en[4] = write_en & decode_out[4];
	assign reg_en[5] = write_en & decode_out[5];
	assign reg_en[6] = write_en & decode_out[6];
	assign reg_en[7] = write_en & decode_out[7];
	assign reg_en[8] = write_en & decode_out[8];
	assign reg_en[9] = write_en & decode_out[9];
	assign reg_en[10] = write_en & decode_out[10];
	assign reg_en[11] = write_en & decode_out[11];
	assign reg_en[12] = write_en & decode_out[12];
	assign reg_en[13] = write_en & decode_out[13];
	assign reg_en[14] = write_en & decode_out[14];
	assign reg_en[15] = write_en & decode_out[15];
	always @ (posedge clk or negedge nRESET)
		if(!nRESET)
			reg_0 <= 16'b0;
		else if (reg_en[0])
			reg_0 <= write_data;
	always @ (posedge clk or negedge nRESET)
		if(!nRESET)
			reg_1 <= 16'b0;
		else if (reg_en[1])
			reg_1 <= write_data;	
	always @ (posedge clk or negedge nRESET)
		if(!nRESET)
			reg_2 <= 16'b0;
		else if (reg_en[2])
			reg_2 <= write_data;
	always @ (posedge clk or negedge nRESET)
		if(!nRESET)
			reg_3 <= 16'b0;
		else if (reg_en[3])
			reg_3 <= write_data;
	always @ (posedge clk or negedge nRESET)
		if(!nRESET)
			reg_4 <= 16'b0;
		else if (reg_en[4])
			reg_4 <= write_data;		
	always @ (posedge clk or negedge nRESET)
		if(!nRESET)
			reg_5 <= 16'b0;
		else if (reg_en[5])
			reg_5 <= write_data;		
	always @ (posedge clk or negedge nRESET)
		if(!nRESET)
			reg_6 <= 16'b0;
		else if (reg_en[6])
			reg_6 <= write_data;
	always @ (posedge clk or negedge nRESET)
		if(!nRESET)
			reg_7 <= 16'b0;
		else if (reg_en[7])
			reg_7 <= write_data;
	always @ (posedge clk or negedge nRESET)
		if(!nRESET)
			reg_8 <= 16'b0;
		else if (reg_en[8])
			reg_8 <= write_data;
	always @ (posedge clk or negedge nRESET)
		if(!nRESET)
			reg_9 <= 16'b0;
		else if (reg_en[9])
			reg_9 <= write_data;
	always @ (posedge clk or negedge nRESET)
		if(!nRESET)
			reg_10 <= 16'b0;
		else if (reg_en[10])
			reg_10 <= write_data;
	always @ (posedge clk or negedge nRESET)
		if(!nRESET)
			reg_11 <= 16'b0;
		else if (reg_en[11])
			reg_11 <= write_data;
	always @ (posedge clk or negedge nRESET)
		if(!nRESET)
			reg_12 <= 16'b0;
		else if (reg_en[12])
			reg_12 <= write_data;
	always @ (posedge clk or negedge nRESET)
		if(!nRESET)
			reg_13 <= 16'b0;
		else if (reg_en[13])
			reg_13 <= write_data;		
	always @ (posedge clk or negedge nRESET)
		if(!nRESET)
			reg_14 <= 16'b0;
		else if (reg_en[14])
			reg_14 <= write_data;
	always @ (posedge clk or negedge nRESET)
		if(!nRESET)
			reg_15 <= 16'b0;
		else if (reg_en[15])
			reg_15 <= write_data;
	assign read_dataA = 
	(read_addrA == 4'b0000) ? reg_0 :
	(read_addrA == 4'b0001) ? reg_1 :
	(read_addrA == 4'b0010) ? reg_2 :
	(read_addrA == 4'b0011) ? reg_3 :
	(read_addrA == 4'b0100) ? reg_4 :
	(read_addrA == 4'b0101) ? reg_5 :
	(read_addrA == 4'b0110) ? reg_6 :
	(read_addrA == 4'b0111) ? reg_7 :
	(read_addrA == 4'b1000) ? reg_8 :
	(read_addrA == 4'b1001) ? reg_9 :
	(read_addrA == 4'b1010) ? reg_10 :
	(read_addrA == 4'b1011) ? reg_11 :
	(read_addrA == 4'b1100) ? reg_12 :
	(read_addrA == 4'b1101) ? reg_13 :
	(read_addrA == 4'b1110) ? reg_14 :
	(read_addrA == 4'b1111) ? reg_15 :16'bx;
	assign read_dataB = 
	(read_addrB == 4'b0000) ? reg_0 :
	(read_addrB == 4'b0001) ? reg_1 :
	(read_addrB == 4'b0010) ? reg_2 :
	(read_addrB == 4'b0011) ? reg_3 :
	(read_addrB == 4'b0100) ? reg_4 :
	(read_addrB == 4'b0101) ? reg_5 :
	(read_addrB == 4'b0110) ? reg_6 :
	(read_addrB == 4'b0111) ? reg_7 :
	(read_addrB == 4'b1000) ? reg_8 :
	(read_addrB == 4'b1001) ? reg_9 :
	(read_addrB == 4'b1010) ? reg_10 :
	(read_addrB == 4'b1011) ? reg_11 :
	(read_addrB == 4'b1100) ? reg_12 :
	(read_addrB == 4'b1101) ? reg_13 :
	(read_addrB == 4'b1110) ? reg_14 :
	(read_addrB == 4'b1111) ? reg_15 :16'bx;
endmodule
--- /design/flow/run.sh ---
#!/bin/bash
# OpenROAD 26Q1-2900-gdf79404cd8, Yosys 0.63+post, stock flow scripts
make -C /OpenROAD-flow-scripts/flow DESIGN_CONFIG=/design/flow/config.mk WORK_HOME=/design/flow/orfs finish
--- /design/flow/config.mk ---
export PLATFORM = sky130hd
export DESIGN_NAME = RegisterFile
export DESIGN_NICKNAME = RegisterFile
export VERILOG_FILES = /design/flow/design.v
export SDC_FILE = /design/flow/constraint.sdc
export NUM_CORES = 4
export LEC_CHECK = 1
export CORE_UTILIZATION = 30
--- /design/flow/constraint.sdc ---
current_design RegisterFile

set clk_period 11.4
set clk_io_pct 0.2

create_clock -name clk0 -period $clk_period [get_ports {clk}]

set non_clock_inputs [all_inputs -no_clocks]
set_input_delay [expr $clk_period * $clk_io_pct] -clock clk0 $non_clock_inputs
set_output_delay [expr $clk_period * $clk_io_pct] -clock clk0 [all_outputs]
==> impl_metrics.csv <==
group,metric,value,unit
run_status,outcome,"finished, final reports clean",
timing,fin_ws,3.11,ns
timing,hold_viol,0,
cts,cts_tree,"yes",
route,drt_drc_violations_left,0,
timing,finalSetupViolations,0,
place,dpl_worst_slack,3.27,ns
floorplan,num_rows,84,
timing,fin_hold_ws,0.527,ns
setup_path,worstSetupStartpointType,"primary input",
route,wl_per_cell,28.2,um
cts,path_clk_slew,0.06,ns
timing,slew_headroom,13.7,%
run,drv_cap,0,
floorplan,die_area,0.0540,mm^2
place,place_area,0.0170,mm^2
timing,slew_viol_final,0,
cts,numClockSinks,256,
cts,clk_latency,0.57,ns
cts,cts_resized,0,
timing,post-route-period-util,72.7,%
pwr,leakage,7.14,nW
yosys,yosys_cells,1573,
cts,post-cts-setup-buffers,0,
route,first_iter_violations,1333,
floorplan,initCoreUtil,30.4,%
yosys,numSynthFlops,256,
timing,worst_pin_slew,1.29,ns
setup_path,path_max_fanout,51,
floorplan,fp.dieH,232,um
yosys,area_leaders,"dfrtp_1, mux2_2, a21oi_1",
setup_path,critical_path_class,"in -> out",
place,io_buffers,62,
yosys,edf_count,0,
pwr,max-vdd-ir-drop,105,uV
pwr,p_per_area,171,mW/mm^2
setup_path,cp.arrival,6.01,ns
cts,clock-root-buffer,"clkbuf_16",
yosys,synth_area_per_cell,10.1,um^2
yosys,syn_area,0.0159,mm^2
cells_and_area,syn2layout_area_growth,12.7,%
cells_and_area,finalInstanceArea,0.0179,mm^2
yosys,syn-instance-count,1573,
yosys,synth_area_leader_cell,"dfrtp_1",
floorplan,fp.dieW,232,um
floorplan,io_pins,63,
route,ant_nets,0,
timing,fin_skew,0,ns
cells_and_area,fillers,5133,
cts,clockBufferDepth,3,
route,dr.pass1.iters,9,
place,globalplace.congestion,1.01,
yosys,top_cell_area_share,40.2,%
timing,timing.fmax,121,MHz
cells_and_area,drive_gt1_share,26.6,%
yosys,postSynthSeqShare,40.2,%
worst_hold_path,hp-class,"reg -> reg",
route,via_count,13800,
timing,period_needed,8.29,ns
setup_path,regToRegSetupSlack,10.48,ns
global_routing,grt_pass1_wl,96000,um
run,warnings,25,
timing,rsz0062_at_grt,"false",
cells_and_area,final_core_util,34.2,%
worst_hold_path,whs_path_depth,1,
floorplan,fp.coreArea,0.0524,mm^2
route,routed_via_density,6.02,
global_routing,gr-usage-all-layers,24.9,%
yosys,yosys_area,0.0159,mm^2
global_routing,first_global_vias,13600,
route,finalWirelength,64500,um
cts,cts-buffers-inserted,29,
yosys,yosysWarnings,1,
yosys,ys_async_sr_fraction,100,%
global_routing,grt_remaining_overflow,0,
yosys,yosysUniqueCellTypes,73,
place,dp_hpwl,43500,um
global_routing,antenna_found_initial,6,
global_routing,grt_max_degree,79,
yosys,ys.flop_type,"dfrtp_1",
cts,ctsHoldBuffers,0,
timing,tns,0,ns
cts,cts_max_level,1,
setup_path,r2r_cells,1,
setup_path,crit_path_end_kind,"output port",
setup_path,worstPathRequired,9.12,ns
==> kinds of logic (layout without fill, tap and decap cells) <==
| family | Yosys count | in the layout | synth area share, % |
|---|---|---|---|
| compound gates | 475 | 475 | 19.1 |
| simple gates | 345 | 345 | 10.2 |
| mux | 337 | 337 | 25.2 |
| flops | 256 | 256 | 40.2 |
| buf+inv | 160 | 182 | 5.25 |
| other cells | 0 | 3 | 0 |
==> cell usage after synthesis (18+ instances only) <==
cell type,number
a21oi_1,144
a31oi_1,18
buf_2,68
buf_4,26
clkbuf_1,40
dfrtp_1,256
mux2_2,264
mux2i_1,48
mux4_2,25
nand2_1,92
nand2b_1,24
nand3_1,19
nor2_1,118
nor3_1,21
o21ai_0,108
o22ai_1,48
==> final timing paths <==
| path | startpoint | endpoint |
|---|---|---|
| max in group asynchronous | nRESET | reg_6[11] |
| min in group asynchronous | nRESET | reg_2[0] |
| worst min-delay path | reg_2[14] | reg_2[14] |
| worst min register to register | reg_2[14] | reg_2[14] |
| worst max register to register | reg_15[8] | reg_15[8] |
| worst max-delay path | read_addrB[1] | read_dataB[0] |
==> power breakdown <==
part | switching, W | internal (W) | leakage, nW | total, W
Clock | 0.000394 | 0.000547 | 0.441 | 0.000941
Sequential | 0.000224 | 0.00112 | 3.14 | 0.00135
Combinational | 0.000385 | 0.000394 | 3.56 | 0.000778
==> critical path, stage by stage <==
cell,delay [ns]
buf_4,0.47
buf_4,0.69
nand2_1,0.63
nor2_1,0.59
a22oi_1,0.22
o21ai_0,0.21
a21oi_1,0.12
a221oi_2,0.23
clkdlybuf4s50_1,0.51
==> area by class of cell <==
type	count	area [um^2]	share of cell area, %
clock inverter	10	136	0.760
antenna	3	7.51	0.0418
multi-input combinational	1157	8690	48.4
inverter	16	60.1	0.335
tap	688	861	4.80
clock buffer	40	787	4.39
timing repair buffer	116	998	5.56
sequential	256	6410	35.7
==> sequential cells by signal (all words and copies together) (netlist names) <==
signal,count
reg_6,16
reg_2,16
reg_5,16
reg_10,16
reg_13,16
reg_3,16
reg_0,16
reg_4,16
reg_9,16
reg_7,16
reg_11,16
reg_1,16
reg_8,16
reg_14,16
reg_12,16
reg_15,16
==> metal layers <==
layer / track usage (%) / wire, um
met1: 36.0 / 27600
met5: 0 / 40
met2: 35.3 / 27600
met3: 8.84 / 6850
met4: 7.94 / 2440
==> layout by cell type, fill, tap and decap left out, types with 11 or more instances in the layout <==
cell type / synthesis / final
dfrtp_1: 256 / 256
nand2b_1: 24 / 24
a21oi_1: 144 / 144
clkbuf_16: 0 / 29
nor3_1: 21 / 21
o21ai_0: 108 / 108
nor2b_1: 12 / 12
mux2i_1: 48 / 48
nor2_2: 7 / 11
mux4_2: 25 / 25
o22ai_1: 48 / 48
a221oi_1: 17 / 17
inv_1: 12 / 12
a22oi_1: 15 / 15
nand2_1: 92 / 92
buf_4: 26 / 57
nand3_1: 19 / 19
a31oi_1: 18 / 18
mux2_2: 264 / 264
nor2_1: 118 / 114
o221ai_1: 12 / 12
a211oi_1: 15 / 15
clkdlybuf4s50_1: 0 / 53
==> metrics by stage <==
stage	cells	total power (W)
4_1_cts	2283	0.00306
2_1_floorplan	1573	0.00179
6_report	2286	0.00307
3_3_place_gp	2233	0.00211
5_1_grt	2285	0.00320
3_5_place_dp	2233	0.00211
Power and IR drop assume default switching activity.
